==> ./run.sh <==
#!/bin/bash
# OpenROAD 26Q1-2900-gdf79404cd8, Yosys 0.63+post, stock flow scripts
make -C /OpenROAD-flow-scripts/flow DESIGN_CONFIG=/design/flow/config.mk WORK_HOME=/design/flow/orfs finish
==> ./constraint.sdc <==
current_design data_mem

set clk_period 4.7
set clk_io_pct 0.2

create_clock -name clk0 -period $clk_period [get_ports {clk}]

set non_clock_inputs [all_inputs -no_clocks]
set_input_delay [expr $clk_period * $clk_io_pct] -clock clk0 $non_clock_inputs
set_output_delay [expr $clk_period * $clk_io_pct] -clock clk0 [all_outputs]
==> ./config.mk <==
export PLATFORM = sky130hd
export DESIGN_NAME = data_mem
export DESIGN_NICKNAME = data_mem
export VERILOG_FILES = /design/flow/design.v
export SDC_FILE = /design/flow/constraint.sdc
export NUM_CORES = 4
export LEC_CHECK = 1
export CORE_UTILIZATION = 30
==> ./design.v <==
`timescale 1ns / 1ps
module data_mem(
input [15:0]dM,
input [2:0]aM,
input clk,wr,
output reg [15:0]m
    );
reg [15:0]mem[7:0];	 
integer i;
	 initial 
	  for(i=0;i<8;i=i+1)
	  begin
	  mem[i]=0;
	  end
always@(posedge clk)
begin
 if(wr==1)
  mem[aM]=dM;
end	 
always@(negedge clk)
begin 
m=mem[aM];
end
endmodule
==> node_exporter_impl.prom <==
# HELP chip_impl_metric Flow report values
# TYPE chip_impl_metric gauge
chip_impl_metric{name="postLayoutSetupSlackWorst",unit="ps"} 131
chip_impl_metric{name="grt_antenna_before_repair",unit=""} 0
chip_impl_metric{name="cts.hold.buffers_added",unit=""} 0
chip_impl_metric{name="ctsLongestPathBuffers",unit=""} 2
chip_impl_metric{name="areaGrowthSynthToFinish",unit="%"} 28.1
chip_impl_info{name="worst_setup_path_end_kind",value="output port"} 1
chip_impl_metric{name="antenna_diode_count",unit=""} 0
chip_impl_metric{name="design.die.area",unit="mm²"} 0.0182
chip_impl_metric{name="slew_headroom",unit=""} 0.554
chip_impl_metric{name="cp_max_fo",unit=""} 1
chip_impl_metric{name="placed_cell_area",unit="mm²"} 0.00613
chip_impl_metric{name="worstPathArrival",unit="ps"} 3630
chip_impl_metric{name="post_cts.repair.setup_buffers",unit=""} 0
chip_impl_info{name="classification_of_the_worst_slack_hold_path",value="primary input to register"} 1
chip_impl_info{name="critical-path-top-delay-family",value="buffers and inverters"} 1
chip_impl_metric{name="finalMaxSlewViolations",unit=""} 0
chip_impl_metric{name="cts_htree_levels",unit=""} 4
chip_impl_metric{name="grt_overflow_total",unit=""} 0
chip_impl_metric{name="fillers",unit=""} 1539
chip_impl_metric{name="detail_route_antenna_nets",unit=""} 0
chip_impl_metric{name="clock_latency_on_the_worst_skew_pair",unit="ps"} 440
chip_impl_metric{name="worst_clock_skew",unit="ps"} 38.0
chip_impl_metric{name="boundaryPins",unit=""} 37
chip_impl_metric{name="core_area",unit="mm²"} 0.0173
chip_impl_info{name="tritoncts",value="yes"} 1
chip_impl_metric{name="post_cts_resize_count",unit=""} 0
chip_impl_metric{name="setup_viol_count_final",unit=""} 0
chip_impl_metric{name="syn-cell-area",unit="mm²"} 0.00531
chip_impl_info{name="critical_path.startpoint",value="m[11]"} 1
chip_impl_metric{name="yosys_cells",unit=""} 272
chip_impl_metric{name="syn-mean-instance-area",unit="µm²"} 19.5
chip_impl_metric{name="cp.required",unit="ps"} 3760
chip_impl_metric{name="drc",unit=""} 0
chip_impl_metric{name="first_global_vias",unit=""} 2894
chip_impl_metric{name="critPathMaxStageDelay",unit="ps"} 480
chip_impl_metric{name="die_w",unit="µm"} 135
chip_impl_metric{name="grt.total_usage",unit=""} 0.123
chip_impl_metric{name="yosysChipArea",unit="mm²"} 0.00531
chip_impl_metric{name="drive_gt1_frac",unit=""} 0.243
chip_impl_metric{name="vdd_drop_max",unit="mV"} 0.222
chip_impl_metric{name="leakage",unit="nW"} 2.37
chip_impl_metric{name="synth-seq-area-share",unit=""} 0.784
chip_impl_metric{name="wl",unit="µm"} 9950
chip_impl_info{name="area_leaders",value="edfxtp_1 (72%), dfxtp_1 (6.0%), mux2_2 (4.9%), mux4_1 (3.5%), mux2i_1 (2.3%)"} 1
chip_impl_metric{name="floorplan.core_util",unit=""} 0.307
chip_impl_info{name="run_status",value="finished clean"} 1
chip_impl_metric{name="power-per-cell-area",unit="mW/mm²"} 447
chip_impl_info{name="worst-setup-path-type",value="register to output port"} 1
chip_impl_metric{name="clk_pin_slew",unit="ps"} 60
chip_impl_info{name="setup.worst_path.start_class",value="register"} 1
chip_impl_metric{name="syn_inst",unit=""} 272
chip_impl_info{name="synth.largest_area_cell",value="edfxtp_1"} 1
chip_impl_info{name="timing.critical_path.slowest_stage_cell",value="clkdlybuf4s50_1"} 1
chip_impl_metric{name="synth.ff_latch_count",unit=""} 144
chip_impl_metric{name="cap_violations",unit=""} 0
chip_impl_metric{name="num_rows",unit=""} 48
chip_impl_metric{name="wire_length_of_the_first_global_routing_pass",unit="µm"} 15900
chip_impl_metric{name="grt_max_degree",unit=""} 25
chip_impl_metric{name="dpl.hpwl",unit="µm"} 6480
chip_impl_metric{name="globalplace.congestion",unit=""} 0.766
chip_impl_info{name="ctsRootBufferMaster",value="clkbuf_16"} 1
chip_impl_metric{name="clock_sinks",unit=""} 144
chip_impl_metric{name="drt-initial-drc-count",unit=""} 230
chip_impl_info{name="worstReg2RegStart",value="mem[5][10]"} 1
chip_impl_metric{name="drt_pass1_iterations",unit=""} 6
chip_impl_metric{name="chipHeight",unit="µm"} 135
chip_impl_metric{name="io_buffer_count",unit=""} 36
chip_impl_metric{name="synth-warning-count",unit=""} 1
chip_impl_metric{name="via_count",unit=""} 2727
chip_impl_metric{name="final_hold_viol_count",unit=""} 0
chip_impl_info{name="worst_hold_startpoint",value="aM[0]"} 1
chip_impl_metric{name="fin_worst_hold_slack",unit="ps"} 1230
chip_impl_metric{name="finish.utilization",unit=""} 0.393
chip_impl_metric{name="drt-wirelength-per-cell",unit="µm"} 16.7
chip_impl_info{name="path_cells",value="clkdlybuf4s50_1"} 1
chip_impl_metric{name="ys_types",unit=""} 27
chip_impl_info{name="grt_setup_unrepaired",value="no"} 1
chip_impl_metric{name="tightestPinTransition",unit="ps"} 667
chip_impl_metric{name="timing.critical_path.buf_inv",unit=""} 1
chip_impl_metric{name="postLayoutCellArea",unit="mm²"} 0.00680
chip_impl_metric{name="dpl_worst_slack",unit="ps"} -171
chip_impl_metric{name="vias_per_cell",unit=""} 4.58
chip_impl_metric{name="tool_warnings",unit=""} 41
chip_impl_metric{name="cts_inserted_buffers",unit=""} 17
chip_impl_metric{name="post-synth-top-area-fraction",unit=""} 0.724
## logic make-up (layout without fill, tap and decap cells)
group | after synthesis | in the layout | share of synthesized area
AOI/OAI and AO/OA | 35 | 35 | 0.0460
buffers and inverters | 14 | 112 | 0.0163
DFF | 144 | 144 | 0.784
muxes | 47 | 47 | 0.124
and+or+nand+nor | 32 | 32 | 0.0290
## where the power goes
part / internal, W / leakage (nW) / total [W] / switching (W)
clock: 0.000893 / 0.374 / 0.00141 / 0.000518
combinational: 0.0000948 / 0.701 / 0.000171 / 0.0000758
sequential: 0.00145 / 1.30 / 0.00146 / 0.0000136
## layout make-up
class / instances / area [µm²] / area share
flip-flops and latches: 144 / 4160 / 0.612
repair buffers: 64 / 616 / 0.0905
clock buffers: 19 / 464 / 0.0682
well taps: 225 / 282 / 0.0414
multi-input cells: 114 / 1060 / 0.156
clock inverters: 29 / 213 / 0.0313
## placed cells by master, fill, tap and decap left out, drive strengths merged, types with 2 or more instances in the layout
cell,n
nand2,5
and3,3
clkdlybuf4s50,35
nor3b,2
dfxtp,16
mux2,25
inv,18
nor2,14
mux2i,12
buf,29
a221oi,9
a21oi,3
edfxtp,128
a22oi,10
clkinv,2
mux4,10
nor2b,4
bufinv,3
clkinvlp,6
and2,3
clkbuf,19
o21ai,10
## synth_stat cells
library cell and number:
edfxtp_1 128, nand2_1 5, mux4_2 3, inv_1 1, o22a_1 1, o2bb2ai_1 1, buf_1 1, and3_1 3
mux2i_1 12, a21oi_1 3, mux2_2 23, buf_8 1, and2_1 3, nor2b_1 4, nor2_1 14, mux2_4 2
nor3b_1 2, dfxtp_1 16, a22oi_1 10, o211ai_1 1, nor3_1 1, o21ai_0 10, mux4_1 7, buf_2 6
clkbuf_1 3, buf_6 2, a221oi_1 9
## per-stage QoR
step           cells  power (W)  TNS [ps]
6_report         595    0.00304         0
5_1_grt          595    0.00315         0
4_1_cts          595    0.00307         0
3_5_place_dp     548    0.00168     -1680
3_3_place_gp     548    0.00168     -1650
2_1_floorplan    272    0.00158         0
## worst min-delay path: stages
cell     delay (ps)
buf_2           140
buf_12          170
nand2_1          70
nor2_1          100
## final timing paths
| path | end | slack (ps) | depth (start not counted) |
|---|---|---|---|
| max | m[11] | 130 | 1 |
| min | mem[7][6] | 1230 | 4 |
| max reg2reg | m[10] | 1120 | 2 |
| min reg2reg | m[14] | 2790 | 2 |
## layer usage
layer / part of all wire / vias to the layer above / GRT usage
li1: - / 1267 / -
met1: 0.41 / 1329 / 0.172
met2: 0.48 / 119 / 0.186
met3: 0.10 / 12 / 0.0613
met4: 0.013 / 0 / 0.0187
met5: 0 / - / 0
## state kept, by name (all words and copies together) (netlist names)
name / flops
mem: 128
m: 16
Power is estimated from default activity; no workload was simulated.
