[./run.sh]
#!/bin/bash
# OpenROAD 26Q1-2900-gdf79404cd8, Yosys 0.63+post, stock flow scripts
make -C /OpenROAD-flow-scripts/flow DESIGN_CONFIG=/design/flow/config.mk WORK_HOME=/design/flow/orfs finish
[./config.mk]
export PLATFORM = sky130hd
export DESIGN_NAME = reg_file
export DESIGN_NICKNAME = reg_file
export VERILOG_FILES = /design/flow/design.v
export SDC_FILE = /design/flow/constraint.sdc
export NUM_CORES = 4
export LEC_CHECK = 1
export CORE_UTILIZATION = 30
[./constraint.sdc]
current_design reg_file

set clk_period 2.2
set clk_io_pct 0.2

create_clock -name clk0 -period $clk_period [get_ports {clk}]

set non_clock_inputs [all_inputs -no_clocks]
set_input_delay [expr $clk_period * $clk_io_pct] -clock clk0 $non_clock_inputs
set_output_delay [expr $clk_period * $clk_io_pct] -clock clk0 [all_outputs]
[./design.v]
`timescale 1ns / 1ps
module reg_file(
    output reg [15:0] r0, 
    output reg [15:0] r1, 
    input clk,
	 input [1:0] reconfig, 
    input [2:0] a0,		 
    input [2:0] a1,		 
    input [2:0] d,		 
    input [15:0] wr,		 
    input [1:0] w_en		 
    );
	 reg [15:0]gpr[7:0];
	 integer i;
	 initial 
	  for(i=0;i<8;i=i+1)
	  begin
	  gpr[i]=0;
	  end
	 always@(negedge clk)
		begin
			if(reconfig==2'b11)
				begin
					r0<=gpr[a0];	 
					r1<=gpr[a1];	 
				end
			else if(reconfig==2'b10)
				begin
					r0<={gpr[a0][15:8],{8{1'b0}}};
					r1<={gpr[a1][15:8],{8{1'b0}}};
				end
			else if(reconfig==2'b01)
				begin
					r0<={{8{1'b0}},gpr[a0][7:0]};
					r1<={{8{1'b0}},gpr[a1][7:0]};
				end
			else
				begin
					r0<=16'b0;
					r1<=16'b0;
				end
		end
	always@(posedge clk)	 
		begin					 
			if(w_en==2'b11)
				gpr[d]<=wr;	 
			else if(w_en==2'b01)
				gpr[d][7:0]<=wr[7:0];	 
			else if(w_en==2'b10)
				gpr[d][15:8]<=wr[15:8];	 
		end
endmodule
==> flow_summary.ini <==
; flow metrics
[detailed_routing]
dr.pass1.iters = 4
via_per_inst = 4.94
antennaDiodeCount = 0
ant_nets = 0
drc_errors = 0
num_vias = 4199
finalWirelength_mm = 17.3
wl_per_cell_um = 20.3
dr.first_iter.drc_count = 251

[logic_synthesis]
largest_area_cell = edfxtp_1
syn_area_um2 = 6900
ys_seq_frac = 0.650
ys_warn_count = 1
yosys-top-cells-area = edfxtp_1 (56%), dfxtp_1 (9.3%), mux4_2 (8.8%), mux2_2 (5.2%), mux2i_1 (4.6%)
synth_chip_area_um2 = 6900
synthArstFlopShare = 0
netlist_top_cells_count = edfxtp_1 (128), inv_1 (33)
edf_count = 128
yosysUniqueCellTypes = 22
ff_type = edfxtp_1
ys_ff = 160
syn_avg_cell_area_um2 = 17.1
ys_cells = 404
most_common_cell = edfxtp_1
synth_cells = 404
top_area_frac = 0.557

[worst_setup_path]
crit_chain = buf_2
path_buffers = 1
criticalPathCategory = flop to primary output
cp-end-kind = primary output
critPathTopFamily = flip-flops
worstPathRequired_ps = 1760
crit_fanout = 1
crit_arrival_ps = 1980
critPathMaxStageDelay_ps = 340
slowest_stage = dfxtp_2
start_kind = flop

[timing]
finalHoldViolCount = 0
finalMaxSlewViolations = 0
setup-tns-final_ps = -5710
slew-limit-headroom = 0.745
rsz0062_at_grt = true
worstMarginPinSlew_ps = 382
finClkSkew_ps = 38.6
hold-worst-slack_ps = 771
finalSetupViolations = 47
setup_slack_ps = -217

[placed_design]
place_inst = 773
dpl.hpwl_mm = 10.7
preCtsSetupSlack_ps = -977
port_buffers = 61
gp_congestion = 0.823

[clock_network]
htreeDepth = 4
postCtsHoldBufs = 0
cts_tree = done
clkSlewWorstSetupHoldPaths_ps = 60
clk_path_buf_depth = 2
numCtsBuffers = 17
cts.sinks = 160
root_buffer = clkbuf_16
clk_latency_ps = 450

[hold_path]
hold_class = input pin to flop

[floorplan]
fp.dieW_um = 154
num_io_pins = 62
fp_util = 0.306
core_area_um2 = 22600
die_h_um = 154
die_area_um2 = 23600
rows = 55

[run]
warnings = 60
max_cap_violations = 0

[status]
violations = negative setup slack
status = finished with violations

[global_routing]
grt_pass1_vias = 4649
grt_pass1_wl_mm = 26.2
grt_max_degree = 23
grt-ovfl-total = 0
antenna_found_initial = 0
grt_use_total = 0.157

[power_and_ir_drop]
ir_worst_vdd_mv = 0.468
powerDensity_nw_per_um2 = 804
leakagePower_nw = 3.45

[cells_and_area]
drive_gt1_frac = 0.488
fin_cells = 850
syn_to_final_growth_pct = 30.9
## area by class of cell
type	count	area (µm²)
Inverter	32	120
Clock inverter	41	211
Timing Repair Buffer	121	1130
Clock buffer	23	500
Tap cell	285	357
Fill cell	2008	13500
Multi-Input combinational cell	188	2210
Sequential cell	160	4510
## per-stage QoR
step | cell area [µm²] | util | total power [mW]
floorplan | 6930 | - | 3.93
global placement | 8100 | 0.359 | 4.26
detailed placement | 8100 | 0.359 | 4.27
CTS | 8940 | 0.396 | 7.31
global route | 9030 | 0.400 | 7.57
finish | 9030 | 0.400 | 7.27
## cells by family (layout without fill, tap and decap cells)
| group | Yosys count | after routing | synth area share |
|---|---|---|---|
| DFF | 160 | 160 | 0.650 |
| buffers and inverters | 57 | 217 | 0.0459 |
| and+or+nand+nor | 27 | 28 | 0.0187 |
| AOI/OAI and AO/OA | 64 | 64 | 0.0801 |
| muxes | 96 | 96 | 0.206 |
## where the power goes
part           leakage (nW)  internal (mW)  switching (mW)
clock                 0.460           1.81            1.28
combinational          1.56          0.371           0.355
sequential             1.43           3.41          0.0488
total                  3.45           5.59            1.68
## layer usage
metal	share of wire	track usage
met1	0.38	0.190
met4	0.027	0.0395
met3	0.098	0.0801
met5	0.0032	0.0166
met2	0.49	0.254
## cells in the final DEF (no fill, tap or decap)
cell type,n
mux2_2,32
buf_6,6
o21ai_1,10
inv_2,32
clkbuf_16,20
dlymetal6s2s_1,2
clkinv_4,6
buf_16,4
dfxtp_1,15
dfxtp_2,17
inv_1,32
nand2_1,3
clkbuf_8,1
o21ai_0,22
clkbuf_2,1
nor2_4,2
nor2_1,12
clkbuf_1,3
mux4_2,32
edfxtp_1,128
clkdlybuf4s50_1,21
clkinv_1,1
mux2i_1,32
clkinv_2,1
nand2b_1,4
buf_4,40
bufinv_16,1
clkbuf_4,1
buf_12,10
nor3_1,4
clkdlybuf4s15_2,1
nand2b_4,3
a221oi_2,32
buf_2,34
## flip-flops by register name (all words and copies together), names as in the netlist
name and count:
gpr 128, r0 16, r1 16
## repair_timing
item,CTS,global route
resized,168,38
cloned,5,2
setup buffers,7,0
pin swaps,2,0
endpoints found under the setup margin,64,64
## worst paths after layout
| check | from | to | slack, ps | depth (start not counted) |
|---|---|---|---|---|
| setup / recovery | r0[4] | r0[4] | -220 | 1 |
| hold / removal | wr[3] | gpr[4][3] | 770 | 1 |
| setup reg to reg | gpr[7][4] | r1[4] | -40 | 3 |
| hold reg to reg | gpr[0][14] | r1[14] | 1750 | 2 |
Power and IR drop assume default switching activity.
